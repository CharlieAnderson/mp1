==> ./design.v <==
package lc3b_types;
typedef logic [15:0] lc3b_word;
typedef logic  [7:0] lc3b_byte;
typedef logic  [10:0] lc3b_offset11;
typedef logic  [8:0] lc3b_offset9;
typedef logic  [5:0] lc3b_offset6;
typedef logic  [4:0] lc3b_imm5;
typedef logic  [3:0] lc3b_imm4;
typedef logic  [1:0] lc3b_2bit_sel;
typedef logic  [2:0] lc3b_3bit_sel;
typedef logic  [2:0] lc3b_reg;
typedef logic  [2:0] lc3b_nzp;
typedef logic  [1:0] lc3b_mem_wmask;
typedef enum bit [3:0] {
    op_add  = 4'b0001,
    op_and  = 4'b0101,
    op_br   = 4'b0000,
    op_jmp  = 4'b1100,    
    op_jsr  = 4'b0100,    
    op_ldb  = 4'b0010,
    op_ldi  = 4'b1010,
    op_ldr  = 4'b0110,
    op_lea  = 4'b1110,
    op_not  = 4'b1001,
    op_rti  = 4'b1000,
    op_shf  = 4'b1101,
    op_stb  = 4'b0011,
    op_sti  = 4'b1011,
    op_str  = 4'b0111,
    op_trap = 4'b1111
} lc3b_opcode;
typedef enum bit [3:0] {
    alu_add,
    alu_and,
    alu_not,
    alu_pass,
    alu_sll,
    alu_srl,
    alu_sra
} lc3b_aluop;
endpackage : lc3b_types
module mux4 #(parameter width = 16)
(
	input [1:0] sel, 
	input [width-1:0] a, b, c, d,
	output logic [width-1:0] f
);
always_comb
begin
	case(sel)
		2'b00: begin
			f = a;
		end
		2'b01: begin
			f = b;
		end
		2'b10: begin
			f = c;
		end		
		2'b11: begin
			f = d;
		end	
		default: f=a;
	endcase
end
endmodule : mux4
==> ./run.sh <==
#!/bin/bash
# OpenROAD 26Q1-2900-gdf79404cd8, Yosys 0.63+post, stock flow scripts
make -C /OpenROAD-flow-scripts/flow DESIGN_CONFIG=/design/flow/config.mk WORK_HOME=/design/flow/orfs finish
==> ./config.mk <==
export PLATFORM = sky130hd
export DESIGN_NAME = mux4
export DESIGN_NICKNAME = mux4
export VERILOG_FILES = /design/flow/design.v
export SDC_FILE = /design/flow/constraint.sdc
export NUM_CORES = 4
export LEC_CHECK = 1
export CORE_AREA = 10 10 70 70
export DIE_AREA = 0 0 80 80
==> ./constraint.sdc <==
current_design mux4

set clk_period 1.5
set clk_io_pct 0.2

create_clock -name clk0 -period $clk_period

set non_clock_inputs [all_inputs -no_clocks]
set_input_delay [expr $clk_period * $clk_io_pct] -clock clk0 $non_clock_inputs
set_output_delay [expr $clk_period * $clk_io_pct] -clock clk0 [all_outputs]
==> git commit body <==
Refresh implementation metrics

- The flow ran to the end, and the final reports show no timing, DRC or antenna violations.
- Unique cell types: 5
* Initial drt markers: 8
* Cell type with the highest aggregate area in the netlist: sky130_fd_sc_hd__mux4_2
- First drt pass iteration count: 2
* Largest net degree at the start of global routing: 9
- Ordered list of cells on the worst path: buf_8 > buf_12 > mux4_2 > buf_2
* Total number of vias: between 600 and 700
* Final Setup Violations: 0
- STA classifies the critical path startpoint as an input pin.
- Grt ovf: 0
- The first global-routing pass estimated between 4000 and 5000 um of wire.
* Path category of the worst min-delay check: input pin to output port
- Fp_density: approximately an eighth
- Per the repair_timing log after CTS, setup buffers inserted total 0.
- Maximum ir drop on the vdd rail: 0.0969 mV
- In the final layout, flip-flops and latches occupy 0 um2.
- Top cell type's share of synthesized area: between 50% and 60%
- Grouping stages by cell kind, the critical path spends the most delay in multiplexers.
* Standby leakage power: ~0.00056 uW
- According to the floorplan report, the placeable core area is between 0.003 and 0.004 mm2.
- After the flow finishes, the layout carries non-filler instances totaling about 150.
* Critical Path End Type: output port
- Input and output buffers added on the ports amount to ~82.
- Sequential cells placed in the final layout were counted as 0.
* Count of warning messages emitted by the tools: 33
- The data arrival time reported for the critical path is ~1200 ps.
- Max-capacitance violation count: 0
- The chip occupies between 0.006 and 0.007 mm2.
- Buffers inserted to repair hold after CTS numbered 0.
- From synthesis to final layout, the design area changed by 179%.
* Number of antenna violations at the first check in global routing: 1
- In this run the worst path has a maximum fanout of 8.
* Std-Cell Rows: 21
- The critical path is of the input pin to output port type.
- Wirelength per Cell: ~18 um
- Total number of yosys warnings: 1
- The count of nets left with antenna violations once routing finished came out at 0.
- Fraction of the yosys area taken by sequential cells: 0%
- Headroom to the max-slew limit came out at roughly nine tenths.
* Final count of pins violating max slew: 0
* Cell area power density: ~230 mW/mm2
- The final hold violation count recorded for this run is 0.
- The longest incremental delay of any stage on the critical path is reported as around 500 ps.
* Number of cell instances after yosys synthesis: 20
- Synthesized chip area reported by yosys: roughly 420 um2
- Transition time of the tightest slew-check pin: between 150 and 200 ps
- Die height: ~80 um
- Total Power: around 280 uW
* Commonest cells in the synthesized netlist: 10 x sky130_fd_sc_hd__mux4_2, 6 x sky130_fd_sc_hd__mux4_1, 2 x sky130_fd_sc_hd__buf_2
* Mapped Cells: 20
* Critical-path cell with the highest stage delay: sky130_fd_sc_hd__mux4_2
* Clock buffer count in the final layout: 0
* Worst EP required: 1200 ps
- The number of global-route vias before repair came to about 760.
- Mapped cell area: ~420 um2
- Ranking of synthesized cells by area: sky130_fd_sc_hd__mux4_2 53%, sky130_fd_sc_hd__mux4_1 37%, sky130_fd_sc_hd__buf_12 4.7%, sky130_fd_sc_hd__buf_6 2.7%, sky130_fd_sc_hd__buf_2 2.4%
- The script reports the combined buffer and inverter count of the critical path as 3.
* Library cell with the highest instance count after synthesis: sky130_fd_sc_hd__mux4_2
* Total Routing Usage GR: around 8.4%
* Ports: 82
- Number of DRC violations after detailed routing: 0
* Setup tns final: 0 ps
- Averaged over all synthesized cells, the footprint is ~21 um2.
* Share of final-layout standard cells stronger than drive strength 1: a little under two fifths
* Achievable clock frequency: about 0.68 GHz
- In the placement report, post-DP HPWL is listed as about 2300 um.
- Clock period minus final worst setup slack: 1470 ps
- Per the detail_route report, vias per standard cell equal 4.04.
- Total Wirelength: approximately 2700 um
- Final weighted congestion of routability-driven global placement: roughly 0.80
* Fin crit share: just under 100%
- In this run, placement finished with an instance count of roughly 150.
- Setup repair after global routing could not meet its margin everywhere.
* Horizontal extent of the die: roughly 80 um
==> layout by cell type (no fill, tap or decap) <==
cell                              synthesis  final
sky130_fd_sc_hd__mux4_2                  10     16
sky130_fd_sc_hd__dlygate4sd2_1            0     64
sky130_fd_sc_hd__buf_8                    0      1
sky130_fd_sc_hd__buf_12                   1      2
sky130_fd_sc_hd__buf_16                   0      2
sky130_fd_sc_hd__diode_2                  0      1
sky130_fd_sc_hd__buf_2                    2     16
sky130_fd_sc_hd__clkdlybuf4s15_2          0      1
==> cell families after synthesis <==
logic type / Yosys count / share of synthesized area, %
buffers and inverters: 4 / 9.73
muxes: 16 / 90.3
==> power breakdown <==
group / internal [uW] / switching [uW]
sequential: 0 / 0
combinational: 208 / 69.4
clock: 0.0000892 / 0
total: 208 / 69.4
==> final timing paths <==
path                from     to  depth (start not counted)
setup / recovery  sel[0]  f[10]                          4
hold / removal      c[3]   f[3]                          3
==> through the flow <==
stage / hold slack [ps] / setup WS, ps / util (%) / area (um2)
finish: 1080 / 33.9 / 34.6 / 1180
global route: 1110 / -5.85 / 34.6 / 1180
CTS: 1080 / 6.32 / 34.4 / 1180
detailed placement: 1720 / -800 / 38.1 / 1300
global placement: 1730 / -791 / 38.1 / 1300
floorplan: 759 / 188 / - / 424
==> area by class of cell <==
cell class | instances | area (um2)
multi-input cells | 16 | 360
repair buffers | 86 | 762
well taps | 46 | 57.6
fillers | 376 | 2230
diodes | 1 | 2.50
==> metal layers <==
layer	vias to the layer above	part of all wire, %	global-route usage [%]
li1	271	-	-
met1	266	43	11.0
met2	65	40	12.3
met3	0	17	5.34
met4	0	0	0
met5	-	0	0
==> timing repair <==
item                                    in CTS  in global routing
endpoints found under the setup margin      16                  9
cloned                                       2                  0
gates resized                              130                  1
Power and IR drop assume default switching activity.
