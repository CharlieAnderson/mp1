==> /design/flow/design.v <==
package lc3b_types;
typedef logic [15:0] lc3b_word;
typedef logic  [7:0] lc3b_byte;
typedef logic  [10:0] lc3b_offset11;
typedef logic  [8:0] lc3b_offset9;
typedef logic  [5:0] lc3b_offset6;
typedef logic  [4:0] lc3b_imm5;
typedef logic  [3:0] lc3b_imm4;
typedef logic  [1:0] lc3b_2bit_sel;
typedef logic  [2:0] lc3b_3bit_sel;
typedef logic  [2:0] lc3b_reg;
typedef logic  [2:0] lc3b_nzp;
typedef logic  [1:0] lc3b_mem_wmask;
typedef enum bit [3:0] {
    op_add  = 4'b0001,
    op_and  = 4'b0101,
    op_br   = 4'b0000,
    op_jmp  = 4'b1100,    
    op_jsr  = 4'b0100,    
    op_ldb  = 4'b0010,
    op_ldi  = 4'b1010,
    op_ldr  = 4'b0110,
    op_lea  = 4'b1110,
    op_not  = 4'b1001,
    op_rti  = 4'b1000,
    op_shf  = 4'b1101,
    op_stb  = 4'b0011,
    op_sti  = 4'b1011,
    op_str  = 4'b0111,
    op_trap = 4'b1111
} lc3b_opcode;
typedef enum bit [3:0] {
    alu_add,
    alu_and,
    alu_not,
    alu_pass,
    alu_sll,
    alu_srl,
    alu_sra
} lc3b_aluop;
endpackage : lc3b_types
module mux8 #(parameter width = 16)
(
	input [2:0] sel, 
	input [width-1:0] a, b, c, d, e, f, g, h,
	output logic [width-1:0] out
);
always_comb
begin
	case(sel)
		3'b000: begin
			out = a;
		end
		3'b001: begin
			out = b;
		end
		3'b010: begin
			out = c;
		end		
		3'b011: begin
			out = d;
		end	
		3'b100: begin
			out = e;
		end
		3'b101: begin
			out = f;
		end
		3'b110: begin
			out = g;
		end		
		3'b111: begin
			out = h;
		end	
		default: out=a;
	endcase
end
endmodule : mux8
==> /design/flow/run.sh <==
#!/bin/bash
# OpenROAD 26Q1-2900-gdf79404cd8, Yosys 0.63+post, stock flow scripts
make -C /OpenROAD-flow-scripts/flow DESIGN_CONFIG=/design/flow/config.mk WORK_HOME=/design/flow/orfs finish
==> /design/flow/config.mk <==
export PLATFORM = sky130hd
export DESIGN_NAME = mux8
export DESIGN_NICKNAME = mux8
export VERILOG_FILES = /design/flow/design.v
export SDC_FILE = /design/flow/constraint.sdc
export NUM_CORES = 4
export LEC_CHECK = 1
export CORE_AREA = 10 10 90 90
export DIE_AREA = 0 0 100 100
==> /design/flow/constraint.sdc <==
current_design mux8

set clk_period 2.7
set clk_io_pct 0.2

create_clock -name clk0 -period $clk_period

set non_clock_inputs [all_inputs -no_clocks]
set_input_delay [expr $clk_period * $clk_io_pct] -clock clk0 $non_clock_inputs
set_output_delay [expr $clk_period * $clk_io_pct] -clock clk0 [all_outputs]
==> results.sh <==
# physical design summary
export IMPL_finalPower_mw=0.432
export IMPL_criticalPathCategory="input pin to output port"
export IMPL_wl_um=7190
export IMPL_fp_util=0.178
export IMPL_min_delay_start="sel[1]"
export IMPL_synth_chip_area_um2=1110
export IMPL_warnings=33
export IMPL_synth_cells=177
export IMPL_grt_usage=0.131
export IMPL_drc=0
export IMPL_timing_fmax_mhz=378
export IMPL_grt_pass1_vias=2014
export IMPL_synth_area_um2=1110
export IMPL_antennaDiodeCount=0
export IMPL_cap_violations=0
export IMPL_drtAntennaViolNets=0
export IMPL_final_cell_mix="clkdlybuf4s50_1, a22oi_1, buf_4, nor2_1"
export IMPL_ys_warn_count=1
export IMPL_hpwl_um=6200
export IMPL_finalNonFillerCells=412
export IMPL_dr_pass1_iters=4
export IMPL_status="completed"
export IMPL_design_seq_count=0
export IMPL_grt_pass1_wl_um=10600
export IMPL_vias=1894
export IMPL_ioPinCount=147
export IMPL_viasPerCell=4.60
export IMPL_yosysTopAreaCellShare=0.155
export IMPL_avgSynthCellArea_um2=6.30
export IMPL_gp_congestion=0.815
export IMPL_hold_viol_final=0
export IMPL_n_clock_buffer=0
export IMPL_placed_area_um2=2780
export IMPL_ys_types=27
export IMPL_worstMarginPinSlew_ps=280
export IMPL_die_area_um2=10000
export IMPL_fp_dieW_um=100
export IMPL_ys_top_cells_by_area="a22oi_1, mux2i_1, nand2b_1, a31oi_1, nor2_1"
export IMPL_p_per_area_nw_per_um2=151
export IMPL_layout_setup_ws_ps=58.0
export IMPL_cp_start_kind="input pin"
export IMPL_die_h_um=100
export IMPL_crit_arrival_ps=2100
export IMPL_io_buffers=147
export IMPL_num_rows=29
export IMPL_ys_cells=177
export IMPL_crit_fanout=7
export IMPL_setup_violations=0
export IMPL_antenna_found_initial=0
export IMPL_finalCriticalPeriod_ps=2640
export IMPL_drtIter0Drc=43
export IMPL_hold_slack_ps=1710
export IMPL_finalCritPeriodShare=0.979
export IMPL_ys_seq_frac=0
export IMPL_pre_cts_ws_ps=-230
export IMPL_design_area_um2=2850
export IMPL_ir_drop_mv=0.0617
export IMPL_drv_slew=0
export IMPL_top_area_cell="a22oi_1"
export IMPL_dp_cells=409
export IMPL_syn_to_final_growth_pct=156
export IMPL_max_slew_margin_rel=0.813
export IMPL_min_to="out[11]"
export IMPL_regArea_um2=0
export IMPL_cp_end_kind="output port"
export IMPL_power_leakage_nw=1.16
export IMPL_lay_top_count="clkdlybuf4s50_1"
export IMPL_hp_class="input pin to output port"
export IMPL_grt_max_degree=30
export IMPL_worstPathRequired_ps=2160
export IMPL_wire_per_inst_um=17.5
export IMPL_rsz0062_at_grt="yes"
export IMPL_hold_depth=5
export IMPL_layout_drive_gt1_share=0.134
export IMPL_core_area_um2=6280
export IMPL_grt_overflow=0
export IMPL_hold_buffers=0
-- cells by family (layout without fill, tap and decap cells) --
kind of cell    count (synthesis)  count (layout)  synth area share
buf+inv                        21             179             0.131
compound gates                 68              68             0.395
simple gates                   72              72             0.329
mux                            16              16             0.145
-- critical path: stages --
cell,delay (ps)
dlygate4sd2_1,270
buf_4,170
nand2b_1,160
a221oi_2,240
a21oi_2,70
a21oi_2,160
clkdlybuf4s50_1,490
-- report_power, final --
group / switching, mW / internal (mW)
Combinational: 0.131 / 0.300
Sequential: 0 / 0
Clock: 0 / 0
Total: 0.131 / 0.300
-- area by class of cell --
cell class | count | area (um2)
Fill cell | 614 | 3430
Timing Repair Buffer | 176 | 1730
Tap cell | 77 | 96.3
Inverter | 3 | 11.3
Multi-Input combinational cell | 156 | 1010
-- per-layer routing --
layer / track usage / routed length [um] / vias up
li1: - / - / 974
met1: 0.145 / 2880 / 830
met2: 0.235 / 3430 / 86
met3: 0.0597 / 834 / 4
met4: 0.00870 / 57 / 0
met5: 0 / 0 / -
-- Yosys cell counts --
library cell	n
clkbuf_1	2
nor2b_1	2
a31oi_1	12
a22o_1	4
nor2_2	1
nor2b_4	2
and2_1	1
nand2_1	15
or3_1	1
nor2_1	20
nand2b_1	15
o21ai_0	13
a22oi_1	23
nor3_1	1
buf_4	4
nor3b_1	1
nand3_1	11
buf_6	6
nand3b_1	1
mux2_2	1
a21oi_1	12
a221oi_1	3
and2_2	1
o22ai_1	1
inv_1	3
mux2i_1	15
buf_2	6
-- worst max-delay path by stage --
stage | from | endpoint | slack (ps) | cells after the start
finish | sel[0] | out[7] | 60 | 7
global route | sel[0] | out[7] | -40 | 7
CTS | sel[0] | out[7] | 10 | 7
-- metrics by stage --
step | util | setup TNS, ps
after floorplan | - | 0
after global placement | 0.442 | -2730
after detailed placement | 0.442 | -3030
after CTS | 0.444 | 0
after global routing | 0.454 | -45.5
final | 0.454 | 0
-- repair_timing --
item | in CTS | in global routing
endpoints found under the setup margin | 16 | 12
pin swaps | 1 | 9
hold endpoints to repair | 0 | 0
resized | 7 | 15
setup buffers | 0 | 4
