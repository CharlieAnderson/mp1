==> flow/design.v <==
package lc3b_types;
typedef logic [15:0] lc3b_word;
typedef logic  [7:0] lc3b_byte;
typedef logic  [10:0] lc3b_offset11;
typedef logic  [8:0] lc3b_offset9;
typedef logic  [5:0] lc3b_offset6;
typedef logic  [4:0] lc3b_imm5;
typedef logic  [3:0] lc3b_imm4;
typedef logic  [1:0] lc3b_2bit_sel;
typedef logic  [2:0] lc3b_3bit_sel;
typedef logic  [2:0] lc3b_reg;
typedef logic  [2:0] lc3b_nzp;
typedef logic  [1:0] lc3b_mem_wmask;
typedef enum bit [3:0] {
    op_add  = 4'b0001,
    op_and  = 4'b0101,
    op_br   = 4'b0000,
    op_jmp  = 4'b1100,    
    op_jsr  = 4'b0100,    
    op_ldb  = 4'b0010,
    op_ldi  = 4'b1010,
    op_ldr  = 4'b0110,
    op_lea  = 4'b1110,
    op_not  = 4'b1001,
    op_rti  = 4'b1000,
    op_shf  = 4'b1101,
    op_stb  = 4'b0011,
    op_sti  = 4'b1011,
    op_str  = 4'b0111,
    op_trap = 4'b1111
} lc3b_opcode;
typedef enum bit [3:0] {
    alu_add,
    alu_and,
    alu_not,
    alu_pass,
    alu_sll,
    alu_srl,
    alu_sra
} lc3b_aluop;
endpackage : lc3b_types
module register #(parameter width = 16)
(
    input clk,
    input load,
    input [width-1:0] in,
    output logic [width-1:0] out
);
logic [width-1:0] data;
initial
begin
    data = 1'b0;
end
always_ff @(posedge clk)
begin
    if (load)
    begin
        data = in;
    end
end
always_comb
begin
    out = data;
end
endmodule : register
==> flow/run.sh <==
#!/bin/bash
# OpenROAD 26Q1-2900-gdf79404cd8, Yosys 0.63+post, stock flow scripts
make -C /OpenROAD-flow-scripts/flow DESIGN_CONFIG=/design/flow/config.mk WORK_HOME=/design/flow/orfs finish
==> flow/config.mk <==
export PLATFORM = sky130hd
export DESIGN_NAME = register
export DESIGN_NICKNAME = register
export VERILOG_FILES = /design/flow/design.v
export SDC_FILE = /design/flow/constraint.sdc
export NUM_CORES = 4
export LEC_CHECK = 1
export CORE_AREA = 10 10 80 80
export DIE_AREA = 0 0 90 90
==> flow/constraint.sdc <==
current_design register

set clk_period 1.0
set clk_io_pct 0.2

create_clock -name clk0 -period $clk_period [get_ports {clk}]

set non_clock_inputs [all_inputs -no_clocks]
set_input_delay [expr $clk_period * $clk_io_pct] -clock clk0 $non_clock_inputs
set_output_delay [expr $clk_period * $clk_io_pct] -clock clk0 [all_outputs]
==> ci_impl_report.md <==
## PnR job results

| Metric | Value |
|---|---|
| CP arrival | 730 ps |
| DRT Pass-1 Iters | 2 |
| ANT cells | 0 |
| CTS root buf | clkbuf_8 |
| Psw | 0.000218 W |
| Post-route setup slack | 74.6 ps |
| CTS buffer count | 3 |
| Worst-Margin Slew | 105 ps |
| Top Layer Used | met4 |
| Max_cap viols | 0 |
| Die area | 8100 µm² |
| Outcome | completed |
| Vias | 298 |
| Setup CP Type | flip-flop to output port |
| Post-route setup TNS | 0 ps |
| Sw frac | 15.9% |
| First-pass GRT wire length | 2020 µm |
| Core ar. | 4720 µm² |
| Share of cells above drive strength 1 | 38.9% |
| Fin crit period | 925 ps |
| Leak | 0.319 nW |
| Crit-path slowest cell | edfxtp_1 |
| Syn_area_per_cell | 30.0 µm² |
| Worst Setup Start Kind | flip-flop |
| Combinational Power Share | 9.1% |
| Worst hold path class | primary input to flip-flop |
| Slew Limit Headroom | 93.0% |
| FP Util | 10.2% |
| Tcrit/Tclk final | 92.5% |
| Int Pwr | 0.00116 W |
| CP Cell Sequence | buf_2 |
| Antenna violations before repair | 0 |
| Hold buffer count at cts | 0 |
| H-tree depth | 1 |
| CTS Buffer Depth | 2 |
| Top Family by Delay on Critical Path | flip-flops |
| Routed len/inst | 10.8 µm |
| Post-placement cell count | 118 |
| Clock-pin slew of the registers on the worst-case setup and hold paths | 50 ps |
| # IOs | 34 |
| Yosys warnings | 1 |
| Worst EP required | 800 ps |
| Dpl ws | -152 ps |
| CTS tree | built |
| # fillers | 512 |
| Crit. End Element | output port |
| Worst vdd ir | 0.397 mV |
| GPL Wtd Cong | 0.661 |
| FMAX | 1080 MHz |
| Met3 routed wirelength | 93 µm |
| Port Buf Inserts | 33 |
| Seq/Total Area, Yosys | 100% |
| GRT Overall Usage | 3.12% |
| WP buf/inv | 1 |
| TritonCTS Sinks | 16 |
| Die Y | 90 µm |
| Yosys Instances | 16 |
| CP Max Fanout | 1 |
| Hold WS | 517 ps |
| Cell Rows | 25 |
| Endpoints failing setup | 0 |
| DRT iter0 DRCs | 6 |
| Final hold vios | 0 |
| Mapped Area | 480 µm² |
| Met1 WL | 520 µm |
| Vias in the first global route | 352 |
| Drt drc | 0 |
| Mi-comb count | 0 |
| Slew Limit Fails | 0 |
| Max reg flops | 16 |
| Max incr delay on CP | 360 ps |
| Power density over the cells | 1580 nW/µm² |
| Met2 routed WL | 646 µm |
| Layout Area Growth over Synthesis | 81.2% |
| YS chip area | 480 µm² |
| GR Overflow Total | 0 |
| RSZ-0062 raised after global routing | false |
| Final WL | 1310 µm |
| Part of the power in the clock network | 32.0% |
| Die x size | 90 µm |
| Via density | 2.46 |
| Largest net degree at the start of global routing | 9 |
| Unique cell types | 1 |
| Tool warnings | 25 |
| Combinational Area | 0 µm² |
| Post-route ant nets | 0 |
| Final cell count without fillers | 121 |
| Synth Register Bits | 16 |
| Synth Instances | 16 |
| Sequential power share | 58.9% |
-- final timing paths --
kind | cells after the start | slack [ps] | start | endpoint
worst max-delay path | 1 | 70 | data[1] | out[1]
worst min-delay path | 1 | 520 | in[7] | data[7]
-- cell type report --
| class | instances | area, µm² | area share, % |
|---|---|---|---|
| tap | 67 | 83.8 | 9.63 |
| sequential | 16 | 480 | 55.2 |
| clock buffer | 3 | 41.3 | 4.74 |
| timing repair buffer | 35 | 265 | 30.5 |
-- stage by stage --
stage	utilization [%]	total power, W	area (µm²)
finish	18.4	0.00137	871
global placement	19.3	0.000999	910
global route	18.4	0.00146	871
floorplan	-	0.000811	480
detailed placement	19.3	0.00100	910
CTS	19.3	0.00141	911
-- layout by cell type (no fill, tap or decap) --
cell / count
buf_2: 8
clkdlybuf4s50_1: 17
buf_4: 2
edfxtp_1: 16
clkbuf_2: 8
clkbuf_8: 3
-- cell families after synthesis --
| logic type | after synthesis | synth area share [%] |
|---|---|---|
| flip-flops | 16 | 100 |
-- power by group through the flow --
stage	Clock, W	Combinational, W	Sequential, W
finish	0.000439	0.000125	0.000810
global route	0.000506	0.000138	0.000815
CTS	0.000458	0.000141	0.000811
-- what timing repair did --
item	CTS	global route
cloned	0	0
setup buffers	0	0
endpoints found under the setup margin	16	8
gates resized	40	8
hold endpoints to repair	0	0
-- cell usage after synthesis, drive strengths merged --
master / number / area (µm²)
edfxtp: 16 / 480
-- metal layers --
layer | track usage, % | vias up
met2 | 5.02 | 21
met5 | 0 | -
li1 | - | 141
met1 | 3.91 | 134
met3 | 0.754 | 2
met4 | 1.33 | 0
No activity file was given, so power comes from the tool's default toggle rates.
